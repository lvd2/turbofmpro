==> flow/design.v <==
module bus
(
	input  wire clk,
	input  wire rst_n,
	input  wire        aybc1,
	input  wire        aybc2,
	input  wire        aybdir,
	input  wire        aya8,
	input  wire        aya9_n,
	inout  wire [7:0]  ayd,  
	inout  wire [7:0]  d,    
	output wire wr_port,
	output reg  yma0,
	output reg  ymcs0_n,
	output reg  ymcs1_n,
	output reg  ymrd_n,
	output reg  ymwr_n,
	output reg  saaa0,
	output reg  saacs_n,
	output reg  saawr_n,
	input  wire ym_sel,   
	input  wire ym_stat,  
	input  wire saa_sel   
);
	wire [7:0] decode_wraddr;
	wire async_wrport,
	     async_wraddr,
	     async_wrdata,
	     async_rddata;
	reg  [2:0] wrport;
	reg  [2:0] wraddr;
	reg  [2:0] wrdata;
	reg  [2:0] rddata;
	reg wrport_on,
	    wraddr_on,
	    wrdata_on,
	    rddata_on;
	wire wraddr_beg,
	     wrdata_beg,
	     rddata_beg;
	wire wrport_beg;
	reg [7:0] write_latch;
	reg [7:0] read_latch;
	reg [3:0] saa_ctr = 4'hF;  
	reg [3:0] ym_ctr  = 4'hF;  
	assign decode_wraddr[3'b000] = 1'b0;
	assign decode_wraddr[3'b001] = 1'b1;
	assign decode_wraddr[3'b010] = 1'b0;
	assign decode_wraddr[3'b011] = 1'b0;
	assign decode_wraddr[3'b100] = 1'b1;
	assign decode_wraddr[3'b101] = 1'b0;
	assign decode_wraddr[3'b110] = 1'b0;
	assign decode_wraddr[3'b111] = 1'b1;
	assign async_wrport = decode_wraddr[{aybdir,aybc2,aybc1}] && aya8 && !aya9_n && ayd[7:4]==4'hF;
	assign async_wraddr = decode_wraddr[{aybdir,aybc2,aybc1}] && aya8 && !aya9_n && ayd[7:4]!=4'hF;
	assign async_wrdata =  aybdir &&  aybc2 && !aybc1         && aya8 && !aya9_n;
	assign async_rddata = !aybdir &&  aybc2 &&  aybc1         && aya8 && !aya9_n;
	always @(posedge clk)
	begin
		wrport[2:0] <= { wrport[1:0], async_wrport };
		wraddr[2:0] <= { wraddr[1:0], async_wraddr };
		wrdata[2:0] <= { wrdata[1:0], async_wrdata };
		rddata[2:0] <= { rddata[1:0], async_rddata };
	end
	always @(posedge clk, negedge rst_n)
	if( !rst_n )
		wrport_on <= 1'b0;
	else if( !wrport_on && wrport[2:1]==2'b11 )
		wrport_on <= 1'b1;
	else if(  wrport_on && wrport[2:1]==2'b00 )
		wrport_on <= 1'b0;
	always @(posedge clk, negedge rst_n)
	if( !rst_n )
		wraddr_on <= 1'b0;
	else if( !wraddr_on && wraddr[2:1]==2'b11 )
		wraddr_on <= 1'b1;
	else if(  wraddr_on && wraddr[2:1]==2'b00 )
		wraddr_on <= 1'b0;
	always @(posedge clk, negedge rst_n)
	if( !rst_n )
		wrdata_on <= 1'b0;
	else if( !wrdata_on && wrdata[2:1]==2'b11 )
		wrdata_on <= 1'b1;
	else if(  wrdata_on && wrdata[2:1]==2'b00 )
		wrdata_on <= 1'b0;
	always @(posedge clk, negedge rst_n)
	if( !rst_n )
		rddata_on <= 1'b0;
	else if( !rddata_on && rddata[2:1]==2'b11 )
		rddata_on <= 1'b1;
	else if(  rddata_on && rddata[2:1]==2'b00 )
		rddata_on <= 1'b0;
	assign wrport_beg = !wrport_on && wrport[2:1]==2'b11;
	assign wraddr_beg = !wraddr_on && wraddr[2:1]==2'b11;
	assign wrdata_beg = !wrdata_on && wrdata[2:1]==2'b11;
	assign rddata_beg = !rddata_on && rddata[2:1]==2'b11;
	always @(posedge clk)
	if( saa_sel && (wraddr_beg || wrdata_beg) )
		saa_ctr <= 4'd0;
	else if( !saa_ctr[3] )
		saa_ctr <= saa_ctr + 4'd1;
	always @(posedge clk)
	if( wraddr_beg || wrdata_beg )
		saaa0 <= wraddr_beg;
	always @(posedge clk)
	if( saa_sel && (wraddr_beg || wrdata_beg) )
		saacs_n <= 1'b0;
	else if( saa_ctr[3] )
		saacs_n <= 1'b1;
	always @(posedge clk)
	if( saa_ctr[3] )
		saawr_n <= 1'b1;
	else if( saa_ctr[1] )
		saawr_n <= 1'b0;
	always @(posedge clk)
	if( !saa_sel && (wraddr_beg || wrdata_beg || rddata_beg) )
		ym_ctr[3:0] <= 4'd0;
	else if( !(&ym_ctr[3:1])   )
		ym_ctr[3:0] <= ym_ctr[3:0] + 4'd1;
	always @(posedge clk)
	if( wraddr_beg || wrdata_beg || rddata_beg )
		yma0 <= wrdata_beg || (rddata_beg && !ym_stat);
	always @(posedge clk)
	if( &ym_ctr[3:1]   )
	begin
		ymcs0_n <= 1'b1;
		ymcs1_n <= 1'b1;
		ymrd_n  <= 1'b1;
		ymwr_n  <= 1'b1;
	end
	else if( !ym_ctr[3:0] )  
	begin
		ymcs0_n <=  ym_sel;
		ymcs1_n <= !ym_sel;
		ymrd_n  <= !rddata_on;
		ymwr_n  <= !(wraddr_on || wrdata_on);
	end
	assign wr_port = wrport_beg;
	always @(posedge clk)
	if( wraddr_beg || wrdata_beg )
		write_latch <= ayd;
	always @*
	if( !ymrd_n )
		read_latch = d;
	assign ayd = async_rddata ? read_latch : 8'hZZ;
	assign d = (!saawr_n || !ymwr_n) ? write_latch : 8'hZZ;
endmodule
module cfg
(
	input  wire clk,
	input  wire rst_n,
	input  wire [7:0] d,  
	input  wire       wrstb,  
	input  wire        mode_enable_saa,    
	input  wire        mode_enable_ymfm,   
	output wire ym_sel,
	output wire ym_stat,
	output wire saa_sel,
	output wire fm_dac_ena
);
	reg [3:0] cfg_port;
	always @(posedge clk, negedge rst_n)
	if( !rst_n )
		cfg_port <= 4'b1111;
	else if( wrstb )
		cfg_port <= d[3:0];
	assign ym_sel = cfg_port[0] || !mode_enable_ymfm;  
	assign ym_stat = !cfg_port[1] && mode_enable_ymfm && !cfg_port[2];  
	assign saa_sel = !cfg_port[3] && mode_enable_saa && mode_enable_ymfm;
	assign fm_dac_ena = mode_enable_ymfm && !cfg_port[2];
endmodule
module clocks
(
	input  wire fclk,  
	input  wire saa_enabled,  
	output wire ymclk,  
	output wire saaclk  
);
	reg [3:0] ym_cnt;
	reg [2:0] saa_cnt;
	reg main_clk;
	reg add_clk;
	reg add_clk_neg;
	initial ym_cnt = 4'd0;  
	always @(posedge fclk)
		ym_cnt <= ym_cnt + 4'd1;
	assign ymclk = ym_cnt[3];
	initial saa_cnt <= 3'd0;
	always @(posedge fclk, negedge saa_enabled)
	if( !saa_enabled )
		saa_cnt <= 3'd0;
	else if( saa_cnt[2:1]==2'b11 )
		saa_cnt <= 3'd0;
	else
		saa_cnt <= saa_cnt + 3'd1;
	always @(posedge fclk)
		main_clk <= ~saa_cnt[2];
	always @(posedge fclk)
		add_clk <= !(saa_cnt==3'd3 || saa_cnt==3'd4);
	always @*
	if( !fclk )
		add_clk_neg <= add_clk;
	assign saaclk = main_clk & add_clk_neg;
endmodule
module top
(
	input fclk,
	inout  wire [7:0] ayd,
	inout  wire [7:0] d,
	input  wire       ayres_n,
	input  wire       aybc1,
	input  wire       aybc2,
	input  wire       aybdir,
	input  wire       aya8,
	input  wire       aya9_n,
	input  wire       mode_enable_saa,    
	input  wire       mode_enable_ymfm,   
	output wire       ymclk,    
	output wire       ymcs1_n,  
	output wire       ymcs2_n,  
	output wire       ymrd_n,   
	output wire       ymwr_n,   
	output wire       yma0,
	input  wire       ymop1,  
	input  wire       ymop2,  
	output wire       ymop1d,  
	output wire       ymop2d,  
	output wire       saaclk,  
	output wire       saacs_n,  
	output wire       saawr_n,  
	output wire       saaa0,  
	output wire [1:0] pll
);
	wire wr_port;  
	wire ym_sel;   
	wire ym_stat;  
	wire saa_sel;  
	wire fm_dac_ena;
	reg saa_clk_ena;
	assign pll[1:0] = 2'b00;
	always @(posedge fclk, negedge ayres_n)
	if( !ayres_n )
		saa_clk_ena <= 1'b0;
	else if( saa_sel )
		saa_clk_ena <= 1'b1;
	reg [1:0] rst_n_r;
	wire rst_n = rst_n_r[1];
	always @(posedge fclk, negedge ayres_n)
	if( !ayres_n )
		rst_n_r[1:0] <= 2'b00;
	else
		rst_n_r[1:0] <= {rst_n_r[0], 1'b1};
	clocks clocks
	(
		.fclk(fclk),
		.saa_enabled(saa_clk_ena),
		.ymclk (ymclk ),
		.saaclk(saaclk)
	);
	bus bus
	(
		.clk(fclk),
		.rst_n(rst_n),
		.aybc1 (aybc1 ),
		.aybc2 (aybc2 ),
		.aybdir(aybdir),
		.aya8  (aya8  ),
		.aya9_n(aya9_n),
		.ayd(ayd),
		.d  (d  ),
		.wr_port(wr_port),
		.yma0   (yma0   ),
		.ymcs0_n(ymcs1_n),
		.ymcs1_n(ymcs2_n),
		.ymrd_n (ymrd_n ),
		.ymwr_n (ymwr_n ),
		.saaa0  (saaa0  ),
		.saacs_n(saacs_n),
		.saawr_n(saawr_n),
		.ym_sel (ym_sel ),
		.ym_stat(ym_stat),
		.saa_sel(saa_sel)
	);
	cfg cfg
	(
		.clk  (fclk ),
		.rst_n(rst_n),
		.d(ayd),
		.wrstb(wr_port),
		.mode_enable_saa (mode_enable_saa ),
		.mode_enable_ymfm(mode_enable_ymfm),
		.ym_sel (ym_sel ),
		.ym_stat(ym_stat),
		.saa_sel(saa_sel),
		.fm_dac_ena(fm_dac_ena)
	);
	assign ymop1d = ymop1 & fm_dac_ena;
	assign ymop2d = ymop2 & fm_dac_ena;
endmodule
==> flow/run.sh <==
#!/bin/bash
# OpenROAD 26Q1-2900-gdf79404cd8, Yosys 0.63+post, stock flow scripts
make -C /OpenROAD-flow-scripts/flow DESIGN_CONFIG=/design/flow/config.mk WORK_HOME=/design/flow/orfs finish
==> flow/config.mk <==
export PLATFORM = sky130hd
export DESIGN_NAME = top
export DESIGN_NICKNAME = top
export VERILOG_FILES = /design/flow/design.v
export SDC_FILE = /design/flow/constraint.sdc
export NUM_CORES = 4
export LEC_CHECK = 1
export CORE_UTILIZATION = 40
==> flow/constraint.sdc <==
current_design top

set clk_period 1.7
set clk_io_pct 0.2

create_clock -name clk0 -period $clk_period [get_ports {fclk}]

set non_clock_inputs [all_inputs -no_clocks]
set_input_delay [expr $clk_period * $clk_io_pct] -clock clk0 $non_clock_inputs
set_output_delay [expr $clk_period * $clk_io_pct] -clock clk0 [all_outputs]
==> reports/qor.yml <==
status:
  haltStage: "clock tree synthesis (4_1_cts)"
  first-error: "[error] [KeplerFormal.cpp:679] Workflow failed: Iso has multiple drivers: .ayd4, ayd[4]$_DLATCH_N_.Q0"
  status: "did not finish"
place:
  numPortBuffers: 22
  post-place-cells: 251
  place_hpwl_mm: 2.22
  finalWeightedCongestion: 0.784
floorplan:
  ios: 41
  initCoreUtil_pct: 41.5
  die_height_um: 74.6
  std_cell_rows: 26
  die_width_um: 74.6
synthesis:
  synthesized_area_per_cell_um2: 13.3
  ys_cells: 158
  ys.flops: 65
  syn-cell-area_um2: 2110
  postSynth.topFlopCell: "sky130_fd_sc_hd__dfxtp_1"
  synth.lib_cells_used.distinct: 39
  edf_count: 10
  yosys_area_um2: 2110
  post_synth_inst_count: 158
  synth-async-reset-ratio_pct: 21.5
  yosysWarningCount: 6
timing:
  untimed_endpoints: 16
  register_pins_left_without_a_clock: 8
clock_tree:
  post_cts.repair.setup_buffers: 2
  number_of_buffers_created_by_cts: 9
  h-tree-depth: 3
  holdBufCountCts: 0
  cts-resized-gates: 7
  clock_root_buffer: "sky130_fd_sc_hd__clkbuf_8"
  clock_tree.buffer_depth: 2
## kinds of logic after synthesis
logic type,synth area share (%)
flops,61.5
simple gates,10.5
compound gates,6.00
buf+inv,3.03
fa+ha+maj,6.06
latches,6.41
mux,3.62
xor+xnor,2.49
other cells,0.356
## cells in the mapped netlist, types with 2 or more instances
cell                        n  share of area (%)
sky130_fd_sc_hd__maj3_1     4                1.9
sky130_fd_sc_hd__nor3b_1    3                1.1
sky130_fd_sc_hd__and3b_1    3                1.2
sky130_fd_sc_hd__mux2_2     5                2.7
sky130_fd_sc_hd__inv_1     10                1.8
sky130_fd_sc_hd__buf_4      2               0.71
sky130_fd_sc_hd__a21oi_1    3               0.71
sky130_fd_sc_hd__a21o_1     2               0.71
sky130_fd_sc_hd__dfxtp_1   32                 30
sky130_fd_sc_hd__nand3_1    3               0.71
sky130_fd_sc_hd__dlxtn_1    9                6.4
sky130_fd_sc_hd__dfstp_2    4                5.0
sky130_fd_sc_hd__edfxtp_1  10                 14
sky130_fd_sc_hd__conb_1     2               0.36
sky130_fd_sc_hd__ha_1       7                4.2
sky130_fd_sc_hd__nor2_1     9                1.6
sky130_fd_sc_hd__xnor2_1    4                1.7
sky130_fd_sc_hd__a31oi_1    2               0.59
sky130_fd_sc_hd__o211ai_1   2               0.71
sky130_fd_sc_hd__nand2_1    6                1.1
sky130_fd_sc_hd__mux2i_1    2               0.95
sky130_fd_sc_hd__nand3b_1   5                1.8
sky130_fd_sc_hd__xor2_1     2               0.83
sky130_fd_sc_hd__nor2b_1    3               0.89
sky130_fd_sc_hd__dfrtp_1   10                 12
## metrics by stage
stage | setup WS (ps) | TNS [ps] | total power, uW | cell area, um2
3_3_place_gp | -408 | -549 | 1900 | 2410
2_1_floorplan | 67.4 | 0 | 1830 | 2110
3_5_place_dp | -407 | -644 | 1940 | 2410
Power and IR drop assume default switching activity.
